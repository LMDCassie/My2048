## ./run.sh

```bash
#!/bin/bash
# OpenROAD 26Q1-2900-gdf79404cd8, Yosys 0.63+post, stock flow scripts
make -C /OpenROAD-flow-scripts/flow DESIGN_CONFIG=/design/flow/config.mk WORK_HOME=/design/flow/orfs finish
```

## ./config.mk

```make
export PLATFORM = sky130hd
export DESIGN_NAME = vga_resolution
export DESIGN_NICKNAME = vga_resolution
export VERILOG_FILES = /design/flow/design.v
export SDC_FILE = /design/flow/constraint.sdc
export NUM_CORES = 4
export LEC_CHECK = 1
export CORE_AREA = 10 10 106 106
export DIE_AREA = 0 0 116 116
```

## ./constraint.sdc

```tcl
current_design vga_resolution

set clk_period 3.1
set clk_io_pct 0.2

create_clock -name clk0 -period $clk_period [get_ports {clk}]

set non_clock_inputs [all_inputs -no_clocks]
set_input_delay [expr $clk_period * $clk_io_pct] -clock clk0 $non_clock_inputs
set_output_delay [expr $clk_period * $clk_io_pct] -clock clk0 [all_outputs]
```

## ./design.v

```verilog
`timescale 1ns / 1ps
module vga_resolution(
		input wire clk,   
		output reg Hsync,   
		output reg Vsync,   
		output reg[9:0] hc,   
		output reg[9:0] vc,    
		output reg vidon    
    );
	parameter h_pixel = 800;  
	parameter h_total = 521;  
	parameter hbp = 144;    
	parameter hfp = 784;   
	parameter vbp = 31;    
	parameter vfp = 511;  
	reg vs_enable;
	always @(posedge clk)
	begin
		if (hc == h_pixel - 1)
		begin
			hc <= 0;
			vs_enable <= 1;
		end
		else
		begin
			hc <= hc + 1;
			vs_enable <= 0;
		end
	end
	always @(posedge clk)
	begin
		if (vs_enable == 1)
		begin
			if (vc == h_total - 1)
			begin
				vc <= 0;
			end
			else
				vc <= vc + 1;
		end
	end
	always @(*)
	begin
		if (hc < 96)
			Hsync = 0;
		else
			Hsync = 1;
	end
	always @(*)
	begin
		if (vc < 2)
			Vsync = 0;
		else
			Vsync = 1;
	end
	always @(*)
	begin
		if ((hc > hbp) && (hc < hfp) && (vc > vbp) && (vc < vfp))
		begin
			vidon = 1;
		end
		else
			vidon = 0;
	end
endmodule
```

==> flow_metrics.py <==
# Generated from Yosys and OpenROAD reports
metrics = {
    "detailed_routing": {
        "drt_iter0_markers": 52,
        "via_per_inst": 3.41,
        "finalWirelength_mm": 2.49,
        "antenna_left": 0,
        "vias": 815,
        "drc": 0,
        "drtPass1Iterations": 4,
        "wire_per_inst_microns": 10.4,
        "num_antenna_cells": 0,
    },
    "synthesis": {
        "syn-instance-count": 104,
        "syn_area_sq_um": 1070,
        "yosys-stat-cells": 104,
        "area_leaders": "edfxtp_1 (28%), dfxtp_1 (21%), xnor2_1 (6.6%)",
        "synth_area_per_cell_sq_um": 10.3,
        "yosysUniqueCellTypes": 30,
        "ys_area_sq_um": 1070,
        "top_area_share_pct": 28.2,
        "largest_area_cell": "edfxtp_1",
        "synth_warnings": 1,
        "ys_seq_share_pct": 48.8,
        "ys_ff": 21,
    },
    "clock_tree": {
        "cts.path.max_buffers": 2,
        "clk_latency_ns": 0.25,
        "cts-buffers-inserted": 3,
        "clock_sinks": 21,
        "htreeDepth": 1,
        "cts_tree": "built",
        "root_buffer": "clkbuf_8",
        "cts_setup_buffers": 0,
        "cts_resized": 0,
        "ctsHoldBuffers": 0,
        "clk_pin_slew_worst_paths_ns": 0.07,
    },
    "sta": {
        "whs_ns": 0.512,
        "hold_viol_final": 0,
        "skew_ns": 0.00332,
        "timing.final.max_slew_violations": 0,
        "max_freq_mhz": 377,
        "relSlewSlack_pct": 70.7,
        "fin_crit_ns": 2.65,
        "rsz0062_at_grt": "no",
        "worst_pin_slew_ns": 0.440,
        "tns_ns": 0,
        "finalCritPeriodShare_pct": 85.6,
        "setup_viol": 0,
    },
    "worst_setup_path": {
        "crit_start": "vc[5]",
        "end_kind": "output pin",
        "rr_worst_depth": 5,
        "cp_max_fo": 7,
        "cp.arrival_ns": 2.03,
        "crit_type": "reg2out",
        "start_kind": "register",
        "r2r_start": "vc[0]",
        "rrSetupSlack_ns": 1.33,
        "required_ns": 2.48,
    },
    "min_path": {
        "hold_path_depth": 1,
        "min_path_type": "reg2reg",
        "hold_path_startpoint": "hc[0]",
    },
    "pwr": {
        "swShare_pct": 17.7,
        "p_clk_share_pct": 38.9,
        "power_leakage_nw": 0.526,
        "powerDensity_nw_per_um2": 318,
        "p_int_w": 0.000387,
        "p_switching_w": 0.0000833,
        "irDropWorstVdd_mv": 0.115,
        "p_comb_share_pct": 0,
        "pwr-share-seq_pct": 61.1,
    },
    "place": {
        "place.gp.congestion": 0.828,
        "dp_hpwl_mm": 2.01,
        "numPortBuffers": 23,
    },
    "global_routing": {
        "grt_max_degree": 12,
        "first_global_vias": 790,
        "grt_pass1_wl_mm": 4.07,
        "overflow": 0,
        "antenna_found_initial": 0,
        "groute.usage.overall_pct": 3.76,
    },
    "floorplanning": {
        "fp-utilization_pct": 12.0,
        "dieWidth_microns": 116,
        "dieArea_sq_um": 13500,
        "core_region_area_sq_um": 8850,
        "die_y_microns": 116,
        "rows": 34,
        "ios": 24,
    },
    "flow_run": {
        "drv_cap": 0,
        "warning_count": 27,
    },
    "finish": {
        "fill_cells": 976,
        "mostFrequentLayoutCells": "clkdlybuf4s50_1 (23), dfxtp_1 (11), edfxtp_1 (10), nor2_1 (9)",
        "drive_gt1_share_pct": 5.34,
        "synthToLayoutAreaGrowth_pct": 38.8,
        "lay_top_count": "clkdlybuf4s50_1",
    },
    "outcome": {
        "status": "completed",
    },
}
[final cells by class]
class / count / area (sq um) / share of cell area, %
sequential: 21 / 520 / 35.2
timing repair buffer: 23 / 230 / 15.6
inverter: 8 / 30.0 / 2.03
multi-input combinational: 75 / 515 / 34.8
clock buffer: 4 / 48.8 / 3.30
tap: 108 / 135 / 9.13
[synthesized netlist by cell type]
cell / n
o31ai_1: 1
o31a_1: 1
or3_1: 5
nand3b_1: 1
nand4_1: 4
a211oi_1: 1
nor3_1: 2
and3_1: 2
nor2b_1: 2
xnor2_1: 8
or4bb_1: 1
mux2i_1: 1
dfxtp_1: 11
edfxtp_1: 10
a21oi_1: 3
or4_4: 1
a31oi_1: 1
nor3_4: 2
xor2_1: 4
inv_1: 8
nand2_1: 5
o211a_1: 1
o21ai_0: 4
nor2_1: 9
ha_1: 4
or4_1: 1
o21a_1: 1
and2_1: 1
nand3_1: 8
nor3b_1: 1
[worst max-delay path, stage by stage, from the launching register on]
cell	delay (ns)
edfxtp_1	0.49
or4_4	0.62
o211a_1	0.15
o31a_1	0.10
clkdlybuf4s50_1	0.42
[path summary, 6_finish.rpt]
check                to
setup / recovery  vidon
hold / removal    hc[0]
setup reg to reg  vc[2]
hold reg to reg   hc[0]
[cells by family after synthesis]
logic type | after synthesis | synth area share (%)
adder cells (fa/ha/maj) | 4 | 4.70
flip-flops | 21 | 48.8
AND/OR/NAND/NOR | 45 | 25.1
multiplexers | 1 | 0.939
XOR/XNOR | 12 | 9.86
AND-OR/OR-AND | 13 | 7.75
buffers and inverters | 8 | 2.82
[layer usage]
metal  up-vias  track usage (%)  routed length, microns
li1        426                -                       -
met1       374             4.96                    1180
met2        13             5.88                    1140
met3         2             1.57                     167
met4         0            0.334                      10
met5         -                0                       0
[per-stage QoR]
step           util (%)  area (sq um)  setup WS [ns]  cells  power [W]
2_1_floorplan         -          1070           1.26    104   0.000294
5_1_grt            16.7          1480          0.321    239   0.000489
6_report           16.7          1480          0.448    239   0.000471
4_1_cts            16.7          1480          0.413    239   0.000482
3_3_place_gp       16.2          1430          0.727    235   0.000294
3_5_place_dp       16.2          1430          0.703    235   0.000294
[registers in the layout (all words and copies together) (netlist names)]
| name | flops |
|---|---|
| vs_enable | 1 |
| hc | 10 |
| vc | 10 |
[power by group through the flow]
stage,sequential [W],combinational (W),clock (W)
after CTS,0.000287,0.000000000295,0.000195
after global routing,0.000287,0.000000000295,0.000202
final,0.000287,0.000000000295,0.000183
Power figures rest on the tool's default switching activity, not on a simulated workload.
